`flow/design.v`:
```
module bullets(
	input [9:0] x,
	input [8:0] y,
	input [9:0] player_x,
	input [9:0] player_y,
	input clk,
	input reset,
	output reg do_draw,
	output reg hit_player
);
parameter X_MIN = 20;
parameter X_MAX = 600;
parameter Y_MIN = 20;
parameter Y_MAX = 400;
parameter NUM_BULLETS = 6;
parameter BULLETS_RESET_DIST = 95;
reg [9:0] bullets_x[NUM_BULLETS-1:0];
reg [9:0] bullets_y[NUM_BULLETS-1:0];
reg [7:0] bullets_size[NUM_BULLETS-1:0];
reg [7:0] bullets_vel_x[NUM_BULLETS-1:0];
reg [7:0] bullets_vel_y[NUM_BULLETS-1:0];
reg bullets_do_reset[NUM_BULLETS-1:0];  
reg [18:0] mov_ctr;
reg [7:0] rand_ctr;
reg [3:0] i;
reg found;
reg do_hit_player;
always @(posedge clk) begin
	mov_ctr <= mov_ctr + 1;
	if (mov_ctr == 0) begin
		rand_ctr = rand_ctr + 1;
		for (i = 0; i < NUM_BULLETS; i = i + 1) begin
			bullets_x[i] <= bullets_x[i] + bullets_vel_x[i];
			bullets_y[i] <= bullets_y[i] + bullets_vel_y[i];
			if (bullets_x[i] > X_MAX) begin
				bullets_x[i] <= X_MIN;
				bullets_do_reset[i] <= 0;
			end
			if (bullets_x[i] < X_MIN) begin
				bullets_x[i] <= X_MAX;
				bullets_do_reset[i] <= 0;
			end
			if (bullets_y[i] > Y_MAX) begin
				bullets_y[i] <= Y_MIN;
				bullets_do_reset[i] <= 0;
			end
			if (bullets_y[i] < Y_MIN) begin
				bullets_y[i] <= Y_MAX;
				bullets_do_reset[i] <= 0;
			end
			if (reset == 1) begin
				bullets_x[i] <= i*BULLETS_RESET_DIST + 5;
				bullets_y[i] <= Y_MIN + 5;
				bullets_do_reset[i] <= 0;
			end
			if (bullets_do_reset[i] == 0) begin
				bullets_size[i] <= ((rand_ctr%70)+10);
				bullets_vel_x[i] <= ((rand_ctr^(i*21))%7);
				bullets_vel_y[i] <= ((~rand_ctr^(i*35))%7);
				bullets_do_reset[i] <= 1;
			end
			if (bullets_vel_x[i] == 0 && bullets_vel_y[i] == 0) begin
				bullets_do_reset[i] <= 0;
			end
		end
	end
	found <= 0;
	do_hit_player <= 0;
	for (i = 0; i < NUM_BULLETS; i = i + 1) begin
		if ((x > bullets_x[i] ) && 
			 (x < bullets_x[i] + bullets_size[i] ) && 
			 (y > bullets_y[i] ) &&
			 (y < bullets_y[i] + bullets_size[i])) begin
			found <= 1;
		end
		if (player_x > bullets_x[i] && player_x < bullets_x[i] + bullets_size[i] &&
			 player_y > bullets_y[i] && player_y < bullets_y[i] + bullets_size[i]) begin
			do_hit_player <= 1; 
		end
	end
	do_draw <= found;
	hit_player <= do_hit_player;
end
endmodule
module dodge_game(
	input clk,
	input [3:0] keys_in,
	input reset,
	output vga_h_sync,
	output vga_v_sync, 
	output reg [3:0] vga_R, 
	output reg [3:0] vga_G, 
	output reg [3:0] vga_B,
	output [6:0] hex_0,
	output [6:0] hex_1,
	output [6:0] hex_2,
	output [6:0] hex_3
);
parameter RIGHT = 0;
parameter UP = 1;
parameter DOWN = 2;
parameter LEFT = 3;
parameter X_MIN = 20;
parameter X_MAX = 600;
parameter Y_MIN = 20;
parameter Y_MAX = 400;
wire inDisplayArea;
wire [9:0] x;
wire [8:0] y;
wire sur_x;
wire sur_y;
assign sur_x = x > X_MIN-1 && x < X_MAX+1;
assign sur_y = y > Y_MIN-1 && y < Y_MAX+1;
hvsync_generator syncgen(
	.clk(clk), 
	.vga_h_sync(vga_h_sync), 
	.vga_v_sync(vga_v_sync),
   .inDisplayArea(inDisplayArea), 
	.CounterX(x), 
	.CounterY(y)
);
wire do_draw_red;
wire hit_player;
bullets bs( 
	.x(x),
	.y(y),
	.player_x(player_x),
	.player_y(player_y),
	.clk(clk),
	.reset(reset),
	.do_draw(do_draw_red),
	.hit_player(hit_player)
);
score_disp disp(
	.score(score_ctr),
	.hex_0(hex_0),
	.hex_1(hex_1),
	.hex_2(hex_2),
	.hex_3(hex_3)
);
reg [9:0] player_x;
reg [9:0] player_y;
reg [15:0] mov_ctr;
reg game_over;
wire R,G,B;
assign R = do_draw_red;
assign G = (x > player_x - 5) && (x < player_x + 10 - 5) && (y > player_y - 5) && (y < player_y + 10 - 5);
assign B = (x == X_MIN && y > Y_MIN && y < Y_MAX) || (x == X_MAX && y > Y_MIN && y < Y_MAX) ||
				(y == Y_MIN && x > X_MIN && x < X_MAX) || (y == Y_MAX && x > X_MIN && x < X_MAX);
reg [12:0] score_ctr;
reg [7:0] score_delay_ctr;
always @(posedge clk) begin
	if (reset == 1) begin
		game_over <= 0;
		player_x <= X_MAX/2 + X_MIN;
		player_y <= Y_MAX/2 + Y_MIN;
		score_ctr = 0;
	end else begin
		if (hit_player == 1) begin
			game_over <= 1;
		end
	end
	mov_ctr = mov_ctr + 1;
	if (mov_ctr == 0) begin
		score_delay_ctr = score_delay_ctr + 1;
		if (score_delay_ctr % 64 == 0) begin
			if (game_over == 0 && reset == 0) begin
				score_ctr = score_ctr + 1;
			end
		end
		if (keys_in[RIGHT] == 0) begin
			player_x <= player_x + 1;
		end
		if (keys_in[LEFT] == 0) begin
			player_x <= player_x - 1;
		end
		if (keys_in[UP] == 0) begin
			player_y <= player_y - 1;
		end
		if (keys_in[DOWN] == 0) begin
			player_y <= player_y + 1;
		end
	end
	if (player_x > X_MAX) begin
		player_x <= X_MIN;
	end
	if (player_x < X_MIN) begin
		player_x <= X_MAX;
	end
	if (player_y > Y_MAX) begin
		player_y <= Y_MIN;
	end
	if (player_y < Y_MIN) begin
		player_y <= Y_MAX;
	end
	vga_R[0] <= R & sur_x & sur_y;
	vga_R[1] <= R & sur_x & sur_y;
	vga_R[2] <= R & sur_x & sur_y;
	vga_R[3] <= R & sur_x & sur_y;
	vga_G[0] <= G & sur_x & sur_y & ~game_over;
	vga_G[1] <= G & sur_x & sur_y & ~game_over;
	vga_G[2] <= G & sur_x & sur_y & ~game_over;
	vga_G[3] <= G & sur_x & sur_y & ~game_over;
	vga_B[0] <= B & sur_x & sur_y;
	vga_B[1] <= B & sur_x & sur_y;
	vga_B[2] <= B & sur_x & sur_y;
	vga_B[3] <= B & sur_x & sur_y;
end
endmodule
module hvsync_generator(
	input clk,
	output vga_h_sync, 
	output vga_v_sync,
	output reg inDisplayArea,
	output reg [9:0] CounterX,
	output reg [8:0] CounterY
);
wire CounterXmaxed = (CounterX==10'h2FF);
always @(posedge clk)
if(CounterXmaxed)
	CounterX <= 0;
else
	CounterX <= CounterX + 1;
always @(posedge clk)
if(CounterXmaxed) CounterY <= CounterY + 1;
reg	vga_HS, vga_VS;
always @(posedge clk)
begin
	vga_HS <= (CounterX[9:4]==6'h2D);  
	vga_VS <= (CounterY==500); 		  
end
always @(posedge clk)
if(inDisplayArea==0)
	inDisplayArea <= (CounterXmaxed) && (CounterY<480);
else
	inDisplayArea <= !(CounterX==639);
assign vga_h_sync = ~vga_HS;
assign vga_v_sync = ~vga_VS;
endmodule
module score_disp(
	input [12:0] score,
	output [6:0] hex_0,
	output [6:0] hex_1,
	output [6:0] hex_2,
	output [6:0] hex_3
);
seg7 h0(score%10,hex_0);
seg7 h1(score/10%10,hex_1);
seg7 h2(score/100%10,hex_2);
seg7 h3(score/1000%10,hex_3);
endmodule
module seg7(bcd,leds);
	input [3:0] bcd;
	output reg [6:0] leds;
	always @(bcd)
		case (bcd)
			0: leds = 7'b1000000;
			1: leds = 7'b1111001;
			2: leds = 7'b0100100;
			3: leds = 7'b0110000;
			4: leds = 7'b0011001;
			5: leds = 7'b0010010;
			6: leds = 7'b0000010;
			7: leds = 7'b1111000;
			8: leds = 7'b0000000;
			9: leds = 7'b0010000;
			10:leds = 7'b0001000;
			11:leds = 7'b0000011;
			12:leds = 7'b1000110;
			13:leds = 7'b0100001;
			14:leds = 7'b0000110;
			15:leds = 7'b0001110;
			default: leds = 7'b1111111;
		endcase
endmodule
```
`flow/run.sh`:
```
#!/bin/bash
# OpenROAD 26Q1-2900-gdf79404cd8, Yosys 0.63+post, stock flow scripts
make -C /OpenROAD-flow-scripts/flow DESIGN_CONFIG=/design/flow/config.mk WORK_HOME=/design/flow/orfs finish
```
`flow/config.mk`:
```
export PLATFORM = sky130hd
export DESIGN_NAME = dodge_game
export DESIGN_NICKNAME = dodge_game
export VERILOG_FILES = /design/flow/design.v
export SDC_FILE = /design/flow/constraint.sdc
export NUM_CORES = 4
export LEC_CHECK = 1
export CORE_UTILIZATION = 50
```
`flow/constraint.sdc`:
```
current_design dodge_game

set clk_period 20.6
set clk_io_pct 0.2

create_clock -name clk0 -period $clk_period [get_ports {clk}]

set non_clock_inputs [all_inputs -no_clocks]
set_input_delay [expr $clk_period * $clk_io_pct] -clock clk0 $non_clock_inputs
set_output_delay [expr $clk_period * $clk_io_pct] -clock clk0 [all_outputs]
```
==> summary.txt <==
Implementation results are summarized by area below.

Synth
The simple-gate share of the synthesized area is 0.188. The fraction of the yosys area taken by sequential cells is 0.218. The XOR/XNOR share of the synthesized area is 0.0850.

The area share of and-or/or-and cells after synthesis is 0.226. The number of library cell types mapped by synthesis is 123. The synthesis stat section lists a flop and latch total of 381. Of all flip-flops after synthesis, the portion carrying an async set or reset was 0. The largest combinational cell category by area is AND-OR/OR-AND gates.

According to the Yosys statistics, the synthesized design has a chip area of 48400 um2. The number of instances in the synthesized netlist is 5834. Of the post-synthesis cell area, the dominant cell type holds 0.201. The dominant cell type by area after synthesis is sky130_fd_sc_hd__ha_1. In this run, synthesis inferred 293 flip-flops with an integrated enable. The number of cells in the yosys synthesis report is 5834. Counting the warning lines in the Yosys log gives 14.

The adder and majority cell fraction of the synthesized area is 0.216. Sorting the synthesized cells by area gives the leading types as sky130_fd_sc_hd__ha_1 20%, sky130_fd_sc_hd__edfxtp_1 18%, sky130_fd_sc_hd__xnor2_1 6.2%. The prevailing post-synth register cell is sky130_fd_sc_hd__edfxtp_1. After synthesis, the share of cell area in mux cells is 0.0222.

After synthesis, the mean cell area works out to 8.29 um2. The synthesized netlist occupies a cell area of 48400 um2.

Detailed routing
For this run, design rule violations remaining after detail routing come to 0. In the final routed layout, each cell accounts on average for 20.7 um. The first routing iteration left 3176 violations. The total via count after detailed routing is 43300. The detail route stage leaves a number of antenna-violating nets equal to 0. The detailed-router iteration count before antenna repair is 6. The final routed wirelength across all metal layers is 148000 um. In the routed netlist, the antenna diode instances number 0. Using the TritonRoute via totals, the vias-per-cell ratio works out to 6.04.

Final layout
The number of fill cells in the layout is 8668. The tally of non-filler cells in the final layout is 7165. The most common cell after layout, fill and taps aside is sky130_fd_sc_hd__ha_1. Per the cell usage report, the commonest logic cells after layout are 778 x sky130_fd_sc_hd__ha_1, 480 x sky130_fd_sc_hd__a21oi_1, 420 x sky130_fd_sc_hd__nor2_1, 417 x sky130_fd_sc_hd__nand2_1, 359 x sky130_fd_sc_hd__o21ai_0. Per the final layout report, the fraction of cells sized above drive strength 1 comes to 0.0559. The final non-filler cell area is 52200 um2. From synthesis to final layout, the design area changed by 7.85%.

Floorplanning
The count of boundary I/O pins is 48. The overall die area is 98000 um2. Measured along the x axis, the die boundary spans 313 um. The height of the chip is 313 um. Row generation in the floorplan step produced 113 rows. At the floorplan stage, the core utilization is reported as 0.507. The core footprint is 95400 um2.

Timing
The final hold violation count recorded for this run is 0. Timing would allow up to 0.0627 GHz. The final period utilization is 0.774. Setup repair after global routing left no endpoint under its margin.

Subtracting the final worst setup slack from the clock period gives 15940 ps. Pins over their slew limit in the final report were tallied at 0. The clock arrives with 47.0 ps of skew. The aggregate negative setup slack is 0 ps. The setup-violating endpoint count in the final report is 0. The slew at the pin closest to its max-slew limit is 925 ps. The worst-case headroom to the max-slew limit is 0.379.

Status
The run finished with clean final reports.

Critical path
The worst setup path is launched from a flip-flop. For the worst setup path, the data arrival time is 11820 ps. The critical path's slowest stage uses the library cell sky130_fd_sc_hd__nor3_2. The data required time at the worst endpoint is 16480 ps.

The critical path's largest stage delay is 750 ps. The timing report notes that buffer and inverter cells on the critical path total 5. The critical-path maximum fanout is 29.

The cell seen most often among critical-path stages is sky130_fd_sc_hd__nand2_1. The sort of element at the end of the critical path is an output pin. The timing report attributes the biggest portion of critical-path delay to AND-OR/OR-AND gates. The kind of critical path is reg2out.

Placement
The final RePlAce weighted congestion is 0.953. The placement stage leaves a total instance area of 50500 um2. The buffer_ports step reported a buffer count of 47. Summed over all nets, the half-perimeter wirelength after detailed placement is 111000 um. The post-placement cell count is 7075.

Clock tree
Clock tree synthesis inserted a total of 48 buffers. Per the skew report, the later register of the worst-skew pair sees a clock latency of 660 ps. TritonCTS built the clock tree. The H-tree was split into 2 levels. Hold repair after CTS inserted 0 buffers.

On the reported timing paths, the clock transition at the registers reads 60 ps. Looking at the post-CTS report, the setup buffer insertion count equals 0. After clock tree synthesis, the repair step resized 0 gates. Looking at the clock tree report, the maximum root-to-sink buffer count equals 3. The clock drives 381 sinks. The cell sitting at the root of the clock tree is a sky130_fd_sc_hd__clkbuf_16.

Global routing
The global-route wire length before repair is 232000 um. Entering global routing, the biggest net connects 56 pins. The combined global-route utilization of all metal layers is 0.312.

The initial antenna violation count was 0. The via count of the first global-routing pass was 40600. Summed over all layers, the global routing overflow is 0.

Power
VDD sags by at most 0.0547 mV. The static leakage is 22.8 nW. The power per unit of standard cell area is 44.6 nW/um2.

The design draws 2.33 mW.

Job
OpenROAD emitted warnings numbering 64. The number of maximum-capacitance violations is 0.

Min path
The tightest min-delay check is of the reg2reg type.
report_power, final:
group / internal (mW) / total, mW / switching (mW)
logic: 0.221 / 0.576 / 0.355
clock network: 0.517 / 0.881 / 0.364
registers: 0.849 / 0.871 / 0.0225
total: 1.59 / 2.33 / 0.742
worst reg2reg max path, delay by kind of cell, from the launching register on:
family | cells | cell delay (ps)
and+or+nand+nor | 9 | 2650
buffers and inverters | 3 | 710
xor gates and xnor gates | 4 | 1040
DFF | 1 | 420
muxes | 2 | 860
AOI/OAI and AO/OA | 10 | 2490
adders and majority gates | 3 | 930
final cells by class:
cell class	count	area, um2	area share
Clock inverter	32	299	0.00573
Sequential cell	381	10600	0.202
Inverter	354	1330	0.0256
Clock buffer	58	1340	0.0258
Tap cell	1265	1580	0.0303
Timing Repair Buffer	157	1290	0.0248
Multi-Input combinational cell	4918	35800	0.685
final timing paths:
path	startpoint	endpoint	slack, ps	cells after the start
hold reg to reg	bs.do_hit_player$_SDFF_PP1_	bs.hit_player$_DFF_P_	340	0
hold / removal	bs.do_hit_player$_SDFF_PP1_	bs.hit_player$_DFF_P_	340	0
setup / recovery	score_ctr[11]$_DFF_P_	hex_1[5]	4660	39
setup reg to reg	bs.rand_ctr[2]$_DFFE_PN_	bs.bullets_vel_x[3][5]$_DFFE_PP_	11300	31
stage by stage:
step / worst slack, ps / utilization / hold WS [ps]
2_1_floorplan: 7760 / - / 310
6_report: 4660 / 0.547 / 339
3_3_place_gp: 5370 / 0.529 / 312
3_5_place_dp: 5370 / 0.529 / 323
5_1_grt: 3640 / 0.547 / 344
4_1_cts: 4660 / 0.547 / 337
cell families (layout without fill, tap and decap cells):
logic type	count (synthesis)	after routing
xor gates and xnor gates	467	467
buffers and inverters	546	601
muxes	98	98
DFF	381	381
other	2	13
and+or+nand+nor	1823	1823
adders and majority gates	825	825
AOI/OAI and AO/OA	1692	1692
flip-flops by register name, indices dropped and copies added, names as in the netlist, 13 cells and up:
register,cells
bs.bullets_size,48
bs.bullets_x,60
bs.bullets_vel_x,48
bs.mov_ctr,19
bs.bullets_vel_y,48
mov_ctr,16
bs.bullets_y,60
score_ctr,13
cells in the mapped netlist (138+ instances only):
cell type / n
sky130_fd_sc_hd__o21ai_0: 359
sky130_fd_sc_hd__xnor2_1: 342
sky130_fd_sc_hd__ha_1: 778
sky130_fd_sc_hd__nand3_1: 180
sky130_fd_sc_hd__a21o_1: 150
sky130_fd_sc_hd__inv_1: 341
sky130_fd_sc_hd__nand2_1: 417
sky130_fd_sc_hd__nor2_1: 429
sky130_fd_sc_hd__nor3_1: 146
sky130_fd_sc_hd__nor2b_1: 147
sky130_fd_sc_hd__edfxtp_1: 293
sky130_fd_sc_hd__nand2b_1: 138
sky130_fd_sc_hd__a21oi_1: 480
layer usage:
metal | up-vias | global-route usage | share of wire
met5 | - | 0 | 0
met4 | 0 | 0.0768 | 0.028
met1 | 20100 | 0.456 | 0.46
li1 | 21700 | - | -
met2 | 1236 | 0.477 | 0.44
met3 | 221 | 0.0759 | 0.077
Power is estimated from default activity; no workload was simulated.
